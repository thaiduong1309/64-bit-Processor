==> flow/design.v <==
`timescale 1 ps / 100 fs
module mux2_1 (sel,in,out);
	input logic sel;
	input logic [1:0]in;
	output logic out;
	logic notSel;
	logic out1,out2;
	not #50 n1(notSel,sel);
	and #50 a1 (out1,in[0],notSel);
	and #50 a2 (out2,in[1],sel);
	or #50 m1 (out,out1,out2);
endmodule
`timescale 1 ps / 100 fs
module mux64_2_1 (sel, in0, in1, out);
	input logic sel;
	input logic [63:0] in0, in1;
	output logic [63:0]out;
	genvar k;
 generate
 for(k=0; k<64; k++) begin : eachDff
 mux2_1 m (sel,{in1[k],in0[k]},out[k]);
 end
 endgenerate
endmodule
==> flow/run.sh <==
#!/bin/bash
# OpenROAD 26Q1-2900-gdf79404cd8, Yosys 0.63+post, stock flow scripts
make -C /OpenROAD-flow-scripts/flow DESIGN_CONFIG=/design/flow/config.mk WORK_HOME=/design/flow/orfs finish
==> flow/config.mk <==
export PLATFORM = sky130hd
export DESIGN_NAME = mux64_2_1
export DESIGN_NICKNAME = mux64_2_1
export VERILOG_FILES = /design/flow/design.v
export SDC_FILE = /design/flow/constraint.sdc
export NUM_CORES = 4
export LEC_CHECK = 1
export CORE_AREA = 10 10 95 95
export DIE_AREA = 0 0 105 105
==> flow/constraint.sdc <==
current_design mux64_2_1

set clk_period 1.0
set clk_io_pct 0.2

create_clock -name clk0 -period $clk_period

set non_clock_inputs [all_inputs -no_clocks]
set_input_delay [expr $clk_period * $clk_io_pct] -clock clk0 $non_clock_inputs
set_output_delay [expr $clk_period * $clk_io_pct] -clock clk0 [all_outputs]
==> run summary <==
impl run done, here's what came out: Antenna Diode Count 0, Avg Synthesized Cell Area between 10 and 15 µm², iteration-0 DRC count of the detailed router 17, first-pass GRT wire length between 9000 and 10000 µm, fmax a little over 800 MHz, Flop area 0 µm², synthesis warning total 0, register share after synthesis 0%, initial antenna violation count 0, Layout clock buffers 0, Tot Pwr 1.31 mW, crit path max fanout 7, most numerous cell in the Yosys netlist buf_4, drt wl/cell roughly 17 µm, Worst setup EP type output port, placer congestion estimate 0.754, Largest cells by area mux2_4, buf_4, buf_12, largest area contributor in the netlist mux2_4, Worst path slowest cell mux2_4, synth cell count leaders buf_4, mux2_4, buf_12, DPL Wire Length about 5200 µm, final instance area approximately 3200 µm², power density cells between 400 and 500 nW/µm², total wire length ~6300 µm, vias in the first global route around 1.6k, Yosys chip area 1560 µm², Peak VDD IR roughly 0.19 mV, RSZ-0062 raised after global routing true, Die Y 105 µm, first-pass iteration count of the detailed router 2, Crit path required time about 0.8 ns, CP max stage delay 0.30 ns, worst setup margin -0.206 ns, status complete, but fails checks, Core Region just under 7000 µm², Die W around 110 µm, DP Area 3040 µm², seq_cells 0, most frequent CP cell buf_16, GRT overflow 0, Tool Warnings 35, final core occ between 40% and 50%, Crit Path Class input port to output port, minimum period implied by the final worst setup slack between 1 and 1.5 ns, CP Cell Sequence buf_16 > buf_12 > buf_16 > mux2_4 > buf_6, Critical Path AT about 1.0 ns, element type at the critical path start input port, Port Buffers about 190, Critical Path End out[23], Cell Area, Synth 1560 µm², measured slew at the worst slew-check pin 0.0751 ns, vias per cell around 3.8, Area Growth Syn to Fin 107%, Unique cell types 5, maxcap violations 0, largest net degree at the start of global routing 15, DRC 0, DR vias roughly 1.4k, endpoints failing hold 0, Setup-failing EPs final between 60 and 70, hold_buf cts 0, post-layout period usage 121%, layout cell share with drive strength beyond 1 between 50 and 60%, Critical Path Start sel, static leakage about 1.7 nW, fp_density a little under a quarter, Synth Instances about 140, GR Util All Layers between 10 and 15%, min-delay worst type input port to output port, failing checks setup timing, Rel. slew slack a little over nine tenths, yosys cell count ~140, Top-area cell share 57.8%, Detail Route Antenna Nets 0, FP Rows 30, Die Area 11000 µm², total I/O pin count 193, Max Transition Viols Final 0, Filler Cells Inserted a little under 700
## power by group
part / internal, mW / switching [mW]
Clock: 0 / 0
Sequential: 0 / 0
Combinational: 1.03 / 0.283
## cells by family after synthesis
kind of cell,synth area share [%]
buffers and inverters,39.3
multiplexers,60.7
## cell usage in the layout (no fill, tap or decap), drive strengths merged
cell | netlist | layout
buf | 71 | 77
dlygate4sd2 | 0 | 81
clkdlybuf4s50 | 0 | 44
mux2 | 64 | 64
clkbuf | 0 | 3
dlymetal6s2s | 0 | 3
bufbuf | 0 | 1
## stage by stage
step | cells | worst slack, ns | hold slack (ns) | TNS, ns
finish | 369 | -0.206 | 0.703 | -9.17
global route | 369 | -0.230 | 0.723 | -10.30
CTS | 365 | -0.227 | 0.798 | -10.23
detailed placement | 356 | -0.544 | 1.38 | -32.36
global placement | 356 | -0.538 | 1.39 | -32.20
floorplan | 135 | -0.0759 | 0.590 | -4.24
## routing by layer
metal	GRT usage (%)	vias to the layer above	wire (µm)
li1	-	679	-
met1	11.1	626	2330
met2	18.3	110	3190
met3	5.34	0	811
met4	0	0	0
met5	0	-	0
## worst min-delay path by stage
stage / from / to / slack [ns] / depth (start not counted)
6_report: in0[19] / out[19] / 0.70 / 3
5_1_grt: in1[17] / out[17] / 0.72 / 3
4_1_cts: in0[53] / out[53] / 0.80 / 3
## critical path: cells and delay by family
| kind | cells | cell delay, ns |
|---|---|---|
| buffers and inverters | 4 | 0.51 |
| muxes | 1 | 0.30 |
## what timing repair did
action,in CTS,in global routing
buffers inserted,4,2
resized,312,20
cloned,5,3
endpoints found under the hold margin,0,0
endpoints found under the setup margin,64,64
## area by class of cell
cell class / count / area (µm²) / area share [%]
repair buffers: 209 / 2150 / 66.6
multi-input cells: 64 / 957 / 29.7
well taps: 96 / 120 / 3.72
Power and IR drop assume default switching activity.
